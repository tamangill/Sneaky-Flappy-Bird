==> /design/flow/config.mk <==
export PLATFORM = sky130hd
export DESIGN_NAME = ScoreDisplay
export DESIGN_NICKNAME = ScoreDisplay
export VERILOG_FILES = /design/flow/design.v
export SDC_FILE = /design/flow/constraint.sdc
export NUM_CORES = 4
export LEC_CHECK = 1
export CORE_UTILIZATION = 50
==> /design/flow/constraint.sdc <==
current_design ScoreDisplay

set clk_period 5.1
set clk_io_pct 0.2

create_clock -name clk0 -period $clk_period [get_ports {clk}]

set non_clock_inputs [all_inputs -no_clocks]
set_input_delay [expr $clk_period * $clk_io_pct] -clock clk0 $non_clock_inputs
set_output_delay [expr $clk_period * $clk_io_pct] -clock clk0 [all_outputs]
==> /design/flow/design.v <==
module ScoreDisplay (
  input logic clk,
  input logic reset,
  input logic is_dead,
  output logic [6:0] hex0,
  output logic [6:0] hex1,
  output logic [6:0] hex2
);
  reg [11:0] score;
  reg [3:0] bcd2;
  reg [3:0] bcd1;
  reg [3:0] bcd0;
  always @(posedge clk) begin
    if (!is_dead) begin
      if (score[3:0] >= 9)begin
        score <= score + 6;
		  score[7:4] <= score[7:4] + 1;
      end
		else if(score[7:4] >= 9) begin 
			score[11:8] <= score[11:8] + 1;
			score[7:4] <= score[7:4] + 6;
		end 
		else if(score[11:8] > 10) begin 
			score[11:8] <= score[11:8] + 6;
		end
		else if(reset) begin
			score <= 0; 
		end
		else begin
        score <= score + 1;
      end
    end
  end
  always @* begin
    bcd0 = score[3:0];
    bcd1 = score[7:4];
    bcd2 = score[11:8];
  end
  seg7 seg0 (.bcd(bcd0), .leds(hex0));
  seg7 seg1 (.bcd(bcd1), .leds(hex1));
  seg7 seg2 (.bcd(bcd2), .leds(hex2));
endmodule 
module seg7 (
  input  logic [3:0] bcd,
  output logic [6:0] leds
  );
  always_comb begin
    case (bcd)
      4'b0000: leds = 7'b1000000;  
      4'b0001: leds = 7'b1111001;  
      4'b0010: leds = 7'b0100100;  
      4'b0011: leds = 7'b0110000;  
      4'b0100: leds = 7'b0011001;  
      4'b0101: leds = 7'b0010010;  
      4'b0110: leds = 7'b0000010;  
      4'b0111: leds = 7'b1111000;  
      4'b1000: leds = 7'b0000000;  
      4'b1001: leds = 7'b0010000;  
      4'b1010: leds = 7'b1000000;  
      4'b1011: leds = 7'b1000000;  
      4'b1100: leds = 7'b1000000;  
      4'b1101: leds = 7'b1000000;  
      4'b1110: leds = 7'b1000000;  
      4'b1111: leds = 7'b1000000;  
      default: leds = 7'bX;
    endcase
  end
endmodule   
==> /design/flow/run.sh <==
#!/bin/bash
# OpenROAD 26Q1-2900-gdf79404cd8, Yosys 0.63+post, stock flow scripts
make -C /OpenROAD-flow-scripts/flow DESIGN_CONFIG=/design/flow/config.mk WORK_HOME=/design/flow/orfs finish
==> impl_metrics.yaml <==
# yosys + openroad results
route:
  first_pass_iters: 4
  wire_per_inst_um: 13.9
  wl_met3_um: 170
  drt_iter0_markers: 114
  dr.max_layer_used: "met4"
  antenna_cells: 0
  dr_wl_met2_um: 2280
  routed_wl_um: 4900
  vias: 1950
  wl_met1_um: 2390
  ant_nets: 0
  drc: 0
  viasPerCell: 5.52
worst_setup_path:
  reg2reg_slack_ps: 1790
  critPathCaptureType: "register"
  timing.rr.end: "hex0[6]$_DFF_P_"
  crit_arrival_ps: 3490
  start_kind: "register"
  r2r-start: "score[1]$_DFFE_PN_"
  path_class: "reg2reg"
  required_ps: 5280
  cp-startpoint: "score[1]$_DFFE_PN_"
  r2r_cells: 10
  cp_max_fo: 13
run_status:
  status: "completed"
worst_hold_path:
  hold_path_end: "score[1]$_DFFE_PN_"
  min_path_cells: 1
  holdCritStartpoint: "score[1]$_DFFE_PN_"
  hold_path.class: "reg2reg"
cells_and_area:
  final_area_um2: 2820
  final_core_util_pct: 59.7
  final_cell_count_no_fill: 353
  area_delta_synth_final_pct: 15.4
  drive_above_1_share_pct: 10.5
synth:
  ys_seq_share_pct: 31.9
  ff_type: "dfxtp_1"
  synthArstFlopShare_pct: 0
  netlist_area_um2: 2440
  top_area_share_pct: 17.2
  synth_cells: 265
  largest_area_cell: "dfxtp_1"
  yosys-top-cells-count: "29 x ha_1, 23 x nor2_1, 22 x inv_1"
  synth-edff-count: 12
  top_cell: "ha_1"
  synth.distinct_cells: 68
  ys.flops: 33
  ys_chip_area_um2: 2440
  yosys_warnings: 2
  synth_area_per_cell_um2: 9.23
  yosysCellCount: 265
  area_leaders: "dfxtp_1 17%, ha_1 15%, edfxtp_1 15%"
clocking:
  cts_buffer_depth: 2
  cts_setup_buffers: 0
  cts.clk_slew.worst_paths_ps: 70
  cts_max_level: 2
  cts_root_buf: "clkbuf_8"
  cts_buffers: 5
  clkSinkCount: 33
  cts_resized: 0
  clock_latency_ps: 280
  cts_tree: "yes"
  hold_buffers: 0
global_routing:
  grt_max_degree: 20
  grt_pass1_vias: 1852
  grt_use_total_pct: 21.4
  grt_overflow: 0
  antenna_found_initial: 0
  grt_pass1_wl_um: 8580
die:
  dieWidth_um: 71.9
  floorplan.core_util_pct: 51.8
  io_pins: 24
  die_area_um2: 5170
  rows: 25
  die_h_um: 71.9
  core_um2: 4720
timing:
  maxSlewViolCount: 0
  slew_headroom_pct: 41.4
  setup_viol: 0
  hold_viol_final: 0
  fmax_ghz: 0.302
  rsz0062_at_grt: "no"
  min_period_ps: 3310
  finalCritPeriodShare_pct: 64.8
  fin_tns_setup_ps: 0
  finalClockSkew_ps: 5.64
  worst_pin_slew_ps: 875
flow_run:
  cap_violations: 0
  warning_count: 46
power_and_ir_drop:
  irDropWorstVdd_mv: 0.426
  power_density_nw_per_um2: 743
  power_mw: 2.10
  power.static_leakage_nw: 1.19
placed_design:
  port_buffers: 23
  place_area_um2: 2710
  hpwlAfterDp_um: 3590
  numPlacedInstances: 345
  gp_congestion: 0.876
report_power, final:
group          internal [mW]  total (mW)  switching (mW)
Sequential             0.433       0.555           0.122
Clock                  0.140       0.236          0.0965
Combinational          0.593        1.31           0.712
cells by family (layout without fill, tap and decap cells):
family | count (synthesis) | after routing | synth area share (%)
AND-OR/OR-AND | 62 | 62 | 18.9
buffers and inverters | 35 | 56 | 5.83
multiplexers | 13 | 13 | 5.73
flip-flops | 33 | 33 | 31.9
AND/OR/NAND/NOR | 84 | 84 | 19.5
adder cells (fa/ha/maj) | 29 | 29 | 14.8
XOR/XNOR | 9 | 9 | 3.22
layout make-up:
class,instances,area [um^2]
fill,424,1900
multi-input combinational,197,1520
sequential,33,781
timing repair buffer,23,230
clock buffer,8,111
inverter,25,93.8
tap,67,83.8
placed cells by master (no fill, tap or decap), types with 2 or more instances in the layout:
cell | synthesis | layout
o21ai_0 | 12 | 12
dfxtp_1 | 21 | 21
or2_2 | 2 | 2
a21oi_1 | 12 | 12
nor3b_1 | 2 | 2
o211ai_1 | 2 | 2
clkbuf_8 | 0 | 6
a21o_1 | 2 | 2
inv_2 | 2 | 2
and4_1 | 2 | 2
edfxtp_1 | 12 | 12
ha_1 | 29 | 29
nand2b_1 | 2 | 2
xnor2_1 | 6 | 6
o22a_1 | 2 | 2
o31ai_1 | 2 | 2
nand2_1 | 16 | 16
o22ai_1 | 4 | 4
inv_1 | 22 | 22
nand3_1 | 6 | 6
xor2_1 | 3 | 3
mux2_2 | 4 | 4
clkdlybuf4s50_1 | 0 | 23
nor4_1 | 3 | 3
nor2_1 | 23 | 23
and2_1 | 3 | 3
a22oi_1 | 2 | 2
or4_1 | 3 | 3
mux2i_1 | 8 | 8
or3b_2 | 2 | 2
a31oi_1 | 2 | 2
a211oi_1 | 4 | 4
nor3_1 | 5 | 5
and3_1 | 2 | 2
state kept, by name (all words and copies together) (netlist names):
name,flops
hex0,7
hex1,7
hex2,7
score,12
per-layer routing:
layer	track usage, %	vias up
li1	-	996
met1	31.8	917
met2	35.1	31
met3	3.38	6
met4	2.83	0
met5	0	-
how the worst max path moves through the flow:
stage,slack (ps),endpoint,depth (start not counted)
after CTS,1790,hex0[6]$_DFF_P_,10
after global routing,1540,hex0[3]$_SDFF_PP0_,10
final,1790,hex0[6]$_DFF_P_,10
per-stage QoR:
step,hold WS (ps),setup WS [ps]
after floorplan,693,2270
after global placement,798,1670
after detailed placement,799,1670
after CTS,805,1790
after global routing,842,1540
final,802,1790
critical path: stages, from the launching register on:
cell and delay (ps):
edfxtp_1 460, inv_1 120, ha_1 200, nor3b_2 180, nor2_1 680, a21oi_1 100
nor2_2 380, mux2i_1 510, inv_1 120, ha_1 220, o22a_1 200
